### /design/flow/run.sh
#!/bin/bash
# OpenROAD 26Q1-2900-gdf79404cd8, Yosys 0.63+post, stock flow scripts
make -C /OpenROAD-flow-scripts/flow DESIGN_CONFIG=/design/flow/config.mk WORK_HOME=/design/flow/orfs finish
### /design/flow/constraint.sdc
current_design FuntionGenerator

set clk_period 2.1
set clk_io_pct 0.2

create_clock -name clk0 -period $clk_period [get_ports {clk_50MHz}]

set non_clock_inputs [all_inputs -no_clocks]
set_input_delay [expr $clk_period * $clk_io_pct] -clock clk0 $non_clock_inputs
set_output_delay [expr $clk_period * $clk_io_pct] -clock clk0 [all_outputs]
### /design/flow/config.mk
export PLATFORM = sky130hd
export DESIGN_NAME = FuntionGenerator
export DESIGN_NICKNAME = FuntionGenerator
export VERILOG_FILES = /design/flow/design.v
export SDC_FILE = /design/flow/constraint.sdc
export NUM_CORES = 4
export LEC_CHECK = 1
export CORE_UTILIZATION = 50
### /design/flow/design.v
module Divider200(
    input clkIn,
    output reg clkOut,
    output [10:0] statenow
);
reg [10:0] state;
initial begin
    state = 0;
end
always @(posedge clkIn) begin
    if(state < 10) begin clkOut = 1; state = state+1; end
    else if(state < 20) begin clkOut = 0; state = state+1; end
    else begin state = 1; clkOut = 1; end
end
assign statenow = state;
endmodule
module FrequencyControl(
    input [1:0] gears,       
    output [7:0] f_step
);
reg [7:0] step;
always @(*) begin
    if(gears == 2'b11) begin 
        step=8'd10;     
    end
    else if(gears == 2'b01) begin step=8'd4; end
    else if(gears == 2'b00) begin step=8'd2; end
    else begin 
        step=8'd1;    
    end
end
assign f_step = step;
endmodule
module FuntionGenerator(
    input clk_50MHz,
    input rstn,                      
    input [1:0] wave_select,         
    input [1:0] gears, 		         
    output [7:0] data_out,           
    output reg data_out_en,          
    output data_clk                  
);
wire clk;
wire [7:0] f_step;
reg phase_en;                    
reg [7:0] phase_init_num;        
wire [7:0] phase_state;          
reg wave_en;                 
wire [9:0] rom_data_out;
initial begin
    phase_en = 0;
    wave_en = 0;
    phase_init_num = 8'd128;
end
always @(negedge rstn or posedge clk) begin
    if(!rstn) begin 
        phase_en = 0;    
        wave_en = 0;     
        data_out_en = 0;
    end
    else begin
        phase_en = 1;
        wave_en = 1;
        data_out_en = 1;
    end
end
assign data_clk = clk_50MHz;
assign data_out = rom_data_out[9:2];
Divider200 divider200_1(
    .clkIn (clk_50MHz),
    .clkOut (clk)
);
FrequencyControl frequency_control_1 (
    .gears (gears),
    .f_step (f_step)
);
PhaseCounter phase_counter_1(
    .clk (clk),
    .en (phase_en),
    .init_phase (phase_init_num),    
    .step (f_step),                  
    .phase (phase_state)             
);
ROM rom_1(
    .clk (clk),
    .en (wave_en),
    .select (wave_select),           
    .phase_in (phase_state),         
    .amplitude (rom_data_out)            
);
endmodule
module PhaseCounter(
    input clk,
    input en,               
    input [7:0] init_phase,      
    input [7:0] step,     
    output [7:0] phase      
);
reg [8:0] phase_state;     
always @(posedge clk or negedge en) begin
    if(!en) begin phase_state = init_phase; end
    else if(clk) begin 
        phase_state = phase_state + step; 
        if(phase_state >= 9'b100000000) begin phase_state = init_phase; end
    end
    else begin phase_state = init_phase; end
end
assign phase = phase_state[7:0];
endmodule    
module ROM(
    input clk,
    input en,       
    input [1:0] select,    
    input [7:0] phase_in,    
    output [9:0] amplitude  
);
wire [9:0] amp_out_cos;   
wire [9:0] amp_out_tri;   
wire [9:0] amp_out_tri_rev;   
wire [9:0] amp_out_square;   
reg [1:0] en_wait;   
Cos_ROM cosrom_1(
    .clk (clk),
    .en (en_wait[0] & (select == 2'b11)),
    .addr (phase_in),
    .q (amp_out_cos)
);
Square_ROM squarerom_1(
    .clk (clk),
    .en (en_wait[0] & (select == 2'b10)),
    .addr (phase_in),
    .q (amp_out_square)
);
Triangle_ROM trianglerom_1(
    .clk (clk),
    .en (en_wait[0] & (select == 2'b00)),
    .addr (phase_in),
    .q (amp_out_tri)
);
Triangle_Reverse_ROM triangle_reverse_rom_1(
    .clk (clk),
    .en (en_wait[0] & (select == 2'b01)),
    .addr (phase_in),
    .q (amp_out_tri_rev)
);
always @(posedge clk or negedge en) begin
    if(!en) begin en_wait <= 2'b00; end
    else begin 
        en_wait = {en_wait[0], en};  
    end
end
assign amplitude = en_wait[1]?
    (amp_out_cos|amp_out_tri|amp_out_tri_rev|amp_out_square) : 10'b0;      
endmodule
module Triangle_ROM (
    input clk,
    input en,
    input [7:0] addr,    
    output [9:0] q
);
reg [7:0] data_out;
always @(posedge clk or negedge en) begin
    if(!en) begin
       data_out <= 8'b0;
    end 
    else begin 
        data_out <= addr;
    end
end
assign q = {data_out, 2'b0};
endmodule
module Triangle_Reverse_ROM (
    input clk,
    input en,
    input [7:0] addr,    
    output [9:0] q
);
reg [7:0] data_out;
always @(posedge clk or negedge en) begin
    if(!en) begin
       data_out <= 8'b0;
    end 
    else begin 
        data_out <= 8'd255-addr; 
    end
end
assign q = {data_out, 2'b0};
endmodule
module Square_ROM (
    input clk,
    input en,
    input [7:0] addr,    
    output [9:0] q
);
reg data_out;
always @(posedge clk or negedge en) begin
    if(!en) begin data_out <= 8'b0; end
    else if(clk) begin 
        if(0<addr && addr<=8'd128) begin data_out <= 1'b1; end
        else begin data_out <= 1'b0; end
    end
end
assign q = (data_out == 1'b1)? 10'd1023 : 10'd0;
endmodule
module Cos_ROM (
    input clk,
    input en,
    input [7:0] addr,    
    output reg [9:0] q
);
reg [8:0] ROM_t [0 : 64];
initial begin
    ROM_t[0] = 9'd511;
    ROM_t[1] = 9'd510;
    ROM_t[2] = 9'd510;
    ROM_t[3] = 9'd509;
    ROM_t[4] = 9'd508;
    ROM_t[5] = 9'd507;
    ROM_t[6] = 9'd505;
    ROM_t[7] = 9'd503;
    ROM_t[8] = 9'd501;
    ROM_t[9] = 9'd498;
    ROM_t[10] = 9'd495;
    ROM_t[11] = 9'd492;
    ROM_t[12] = 9'd488;
    ROM_t[13] = 9'd485;
    ROM_t[14] = 9'd481;
    ROM_t[15] = 9'd476;
    ROM_t[16] = 9'd472;
    ROM_t[17] = 9'd467;
    ROM_t[18] = 9'd461;
    ROM_t[19] = 9'd456;
    ROM_t[20] = 9'd450;
    ROM_t[21] = 9'd444;
    ROM_t[22] = 9'd438;
    ROM_t[23] = 9'd431;
    ROM_t[24] = 9'd424;
    ROM_t[25] = 9'd417;
    ROM_t[26] = 9'd410;
    ROM_t[27] = 9'd402;
    ROM_t[28] = 9'd395;
    ROM_t[29] = 9'd386;
    ROM_t[30] = 9'd378;
    ROM_t[31] = 9'd370;
    ROM_t[32] = 9'd361;
    ROM_t[33] = 9'd352;
    ROM_t[34] = 9'd343;
    ROM_t[35] = 9'd333;
    ROM_t[36] = 9'd324;
    ROM_t[37] = 9'd314;
    ROM_t[38] = 9'd304;
    ROM_t[39] = 9'd294;
    ROM_t[40] = 9'd283;
    ROM_t[41] = 9'd273;
    ROM_t[42] = 9'd262;
    ROM_t[43] = 9'd251;
    ROM_t[44] = 9'd240;
    ROM_t[45] = 9'd229;
    ROM_t[46] = 9'd218;
    ROM_t[47] = 9'd207;
    ROM_t[48] = 9'd195;
    ROM_t[49] = 9'd183;
    ROM_t[50] = 9'd172;
    ROM_t[51] = 9'd160;
    ROM_t[52] = 9'd148;
    ROM_t[53] = 9'd136;
    ROM_t[54] = 9'd124;
    ROM_t[55] = 9'd111;
    ROM_t[56] = 9'd99;
    ROM_t[57] = 9'd87;
    ROM_t[58] = 9'd74;
    ROM_t[59] = 9'd62;
    ROM_t[60] = 9'd50;
    ROM_t[61] = 9'd37;
    ROM_t[62] = 9'd25;
    ROM_t[63] = 9'd12;
    ROM_t[64] = 9'd0;
end
always @(posedge clk) begin
    if (en) begin
        if (addr[7:6] == 2'b00 ) begin   
            q <= ROM_t[addr[5:0]] + 10'd512 ;  
        end
        else if (addr[7:6] == 2'b01 ) begin  
            q <= 10'd512 - ROM_t[64-addr[5:0]] ;  
        end
        else if (addr[7:6] == 2'b10 ) begin  
            q <= 10'd512 - ROM_t[addr[5:0]];  
        end
        else begin      
            q <= 10'd512 + ROM_t[64-addr[5:0]];  
        end
    end
    else begin
        q <= 10'b0 ;
    end
end
endmodule
==> impl_table.tex <==
% Synthesis and place-and-route results
\begin{tabular}{lr}
\hline
Metric & Value \\
\hline
\multicolumn{2}{l}{\textbf{Synthesis}} \\
\quad Cell total in the yosys stat output & 447 \\
\quad Yosys top cell by area & sky130\_fd\_sc\_hd\_\_dfrtp\_1 \\
\quad Share of synthesized area spent on multiplexers & 0.03236 \\
\quad Synthesized-area fraction occupied by xor and xnor cells & 0.05922 \\
\quad YS chip area & between 3000 and 4000 sq um \\
\quad Synthesized-area fraction occupied by ao, oa, aoi and oai cells & 0.2576 \\
\quad Cell types with the largest area share after synthesis & sky130\_fd\_sc\_hd\_\_dfrtp\_1 (19\%), sky130\_fd\_sc\_hd\_\_dfxtp\_1 (10\%), sky130\_fd\_sc\_hd\_\_ha\_1 (6.1\%), sky130\_fd\_sc\_hd\_\_nor2\_1 (3.9\%), sky130\_fd\_sc\_hd\_\_a21oi\_1 (3.5\%) \\
\quad Count of cell types in the netlist & between 80 and 90 \\
\quad Share of synthesized area occupied by flip-flops and latches & 0.2981 \\
\quad Avg Synthesized Cell Area & just under 9 sq um \\
\quad Main logic family after synthesis & AND-OR/OR-AND gates \\
\quad Adder and majority gate portion of the synthesized area & 0.06667 \\
\quad Flip-flops with a built-in enable & 0 \\
\quad Simple-gate portion of the synthesized area & 0.2165 \\
\quad Gate Count Post-Synth & roughly 450 \\
\quad Share of flip-flops with an asynchronous set or reset after synthesis & 0.6000 \\
\quad Post-synthesis instance area & a little under 4000 sq um \\
\quad Most used flip-flop cell after synthesis & sky130\_fd\_sc\_hd\_\_dfrtp\_1 \\
\quad Yosys warns & 10 \\
\quad Flops \& latches, synth & roughly 50 \\
\quad Area share, top type & 0.1877 \\
\multicolumn{2}{l}{\textbf{Power}} \\
\quad Power consumption & $\sim$0.69 mW \\
\quad Leakage dissipation & 1.607 nW \\
\quad Worst-case vdd ir drop & about 1.0 mV \\
\quad Power density of the placed cells & 167.6 nW/um\^{}2 \\
\multicolumn{2}{l}{\textbf{Timing}} \\
\quad Count of endpoints without a timing constraint & about 44 \\
\quad Unrepaired setup endpoints after global routing & false \\
\quad Final TNS setup & 0 ns \\
\quad Relative slew margins & 0.4688 \\
\quad Final-report max-slew violation count & 0 \\
\quad Number of hold violations in the final report & 0 \\
\quad Worst Skew & between 0.006 and 0.007 ns \\
\quad Worst Tran Pin Value & approximately 0.8 ns \\
\quad Number of setup violations in the final report & 0 \\
\quad Count of unclocked register or latch pins & 38 \\
\multicolumn{2}{l}{\textbf{Floorplan}} \\
\quad Floorplan core density & 0.5246 \\
\quad Die Area & just over 8000 sq um \\
\quad Number of placement rows & 31 \\
\quad Overall die width & between 80 and 90 um \\
\quad Placeable core area & 7370 sq um \\
\quad Die extent in y & around 90 um \\
\quad Io pins & 16 \\
\multicolumn{2}{l}{\textbf{Clocking}} \\
\quad CTS tree & yes \\
\quad Number of buffers inserted by post-CTS setup repair & 0 \\
\quad Post\_cts resized & 1 \\
\quad Latency at later pin & roughly 0.34 ns \\
\quad Hold-fix buffers, CTS & 0 \\
\quad Clock transition at the registers of the reported paths & roughly 0.050 ns \\
\multicolumn{2}{l}{\textbf{GRT}} \\
\quad Overall overflow remaining after global route & 0 \\
\quad Global-route wire length before repair & 16,570 um \\
\quad Overall Global Routing Usage & 0.2589 \\
\quad Pin count of the biggest net entering global routing & approximately 48 \\
\quad Vias in the first global route & approximately 3,200 \\
\quad Number of antenna violations at the first check in global routing & 0 \\
\multicolumn{2}{l}{\textbf{Finish}} \\
\quad Share of layout cells above drive strength 1 & 0.09172 \\
\quad Filler cells & roughly 670 \\
\quad Syn-to-layout area delta & 6.634\% \\
\quad Tally of non-filler cells in the final layout & $\sim$550 \\
\quad Most instantiated logic cells after routing & sky130\_fd\_sc\_hd\_\_nor2\_1 (40), sky130\_fd\_sc\_hd\_\_dfrtp\_1 (29), sky130\_fd\_sc\_hd\_\_a21oi\_1 (27) \\
\quad Most common logic cell in the routed design & sky130\_fd\_sc\_hd\_\_nor2\_1 \\
\multicolumn{2}{l}{\textbf{Place}} \\
\quad Number of I/O port buffers & 15 \\
\quad Placer Congestion & between 0.9 and 1 \\
\quad HPWL after detailed placement & approximately 6900 um \\
\quad Post-placement cell count & approximately 540 \\
\multicolumn{2}{l}{\textbf{Critical path}} \\
\quad Largest fanout of any net on the critical path & 2 \\
\quad Cell with the biggest individual delay on the critical path & sky130\_fd\_sc\_hd\_\_dlygate4sd2\_1 \\
\quad Launching element type of the critical path & clock port \\
\quad Critical path capture point type & output port \\
\quad Library cell appearing most often on the critical path & sky130\_fd\_sc\_hd\_\_clkbuf\_8 \\
\quad Delay of the slowest critical-path stage & about 0.23 ns \\
\quad Data arrival time of the critical path & $\sim$1.5 ns \\
\quad Category of cells accounting for the largest share of critical-path delay & buffers and inverters \\
\quad Data required time at the worst endpoint & 1.68 ns \\
\quad Number of stages on the worst setup path & 3 \\
\quad Number of cells on the worst reg-to-reg path & 3 \\
\quad Startpoint-to-endpoint class of the critical path & clk -> out \\
\quad Number of buffer and inverter instances along the worst setup path & 3 \\
\quad CP Cell Sequence & clkbuf\_8 > clkbuf\_8 > dlygate4sd2\_1 \\
\multicolumn{2}{l}{\textbf{Route}} \\
\quad Pre-Repair DR Iteration Count & 5 \\
\quad Via-per-instance ratio & 6.130 \\
\quad Drt drc & 0 \\
\quad Detail Route Antenna Nets & 0 \\
\quad Average wire per standard cell & 18.16 um \\
\quad Via Count & 3,347 \\
\quad DRC marker count from the first detailed-route iteration & around 240 \\
\quad Antenna diodes & 0 \\
\quad Routed wire length & slightly below 10,000 um \\
\multicolumn{2}{l}{\textbf{Worst hold path}} \\
\quad Number of cells on the worst hold path & 1 \\
\quad Type of the tightest min-delay check & reg -> reg \\
\multicolumn{2}{l}{\textbf{Run status}} \\
\quad Result of the run & complete, no violations \\
\multicolumn{2}{l}{\textbf{Run}} \\
\quad Tally of max-capacitance violations & 0 \\
\quad Tool warning count & 36 \\
\hline
\end{tabular}
==> worst paths after layout <==
check | startpoint | endpoint | slack [ns]
min reg2reg | divider200_1.state[0] | divider200_1.state[0] | 0.43
max | clk_50MHz | data_clk | 0.18
min | divider200_1.state[0] | divider200_1.state[0] | 0.43
max reg2reg | divider200_1.state[8] | divider200_1.clkOut | 0.92
==> state kept, by name, indices dropped and copies added (netlist names) <==
register,flops
data_out_en,1
divider200_1.clkOut,1
divider200_1.state,11
phase_counter_1.phase_state,9
phase_en,1
rom_1.cosrom_1.q,8
rom_1.en_wait,2
rom_1.squarerom_1.data_out,1
rom_1.triangle_reverse_rom_1.data_out,8
rom_1.trianglerom_1.data_out,8
==> area by class of cell <==
class,instances,area [sq um],share of cell area
Inverter,16,62.56,0.01517
Clock buffer,8,105.1,0.02549
Timing Repair Buffer,22,200.2,0.04856
Sequential cell,50,1152,0.2795
Tap cell,99,123.9,0.03005
Multi-Input combinational cell,351,2479,0.6012
==> power breakdown <==
part | total, mW | internal (mW) | switching [mW] | leakage (nW)
Clock | 0.410 | 0.304 | 0.106 | 0.0556
Sequential | 0.237 | 0.235 | 0.00173 | 0.539
Combinational | 0.0440 | 0.0210 | 0.0230 | 1.01
==> worst reg2reg max path: stages (launching register included) <==
cell and delay (ns):
sky130_fd_sc_hd__dfxtp_1 0.29, sky130_fd_sc_hd__nor4_1 0.46, sky130_fd_sc_hd__nand2_1 0.16, sky130_fd_sc_hd__a21o_1 0.17
==> routing by layer <==
metal	track usage	routed length (um)	share of wire	vias up
li1	-	-	-	1637
met1	0.4123	4802	0.48	1587
met2	0.3949	4437	0.45	109
met3	0.03007	507	0.051	14
met4	0.04973	170	0.017	0
met5	0	0	0	-
==> kinds of logic after synthesis <==
logic type	after synthesis
compound gates	135
xor+xnor	21
fa+ha+maj	20
buf+inv	53
flops	50
mux	12
other cells	2
simple gates	154
==> through the flow <==
stage                       util  instance area (sq um)  setup WS, ns  hold slack [ns]
after floorplan                -                   3892        0.5322           0.3878
after global routing      0.5594                   4123        0.1689           0.4600
after global placement    0.5465                   4028        0.2626           0.3976
final                     0.5594                   4123        0.1777           0.4345
after detailed placement  0.5465                   4028        0.2626           0.4178
after CTS                 0.5594                   4123        0.1672           0.4369
==> synthesized netlist by cell type, drive strengths merged, types with 10 or more instances <==
cell type	instances
inv	15
nand2	22
buf	23
xnor2	17
dfrtp	29
dfxtp	20
ha	19
clkbuf	14
nand3	16
nor3	10
nor2	41
nand2b	16
nor2b	12
a21oi	27
o21ai	25
No activity file was given, so power comes from the tool's default toggle rates.
